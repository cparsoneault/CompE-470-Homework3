`flow/run.sh`:
```
#!/bin/bash
# OpenROAD 26Q1-2900-gdf79404cd8, Yosys 0.63+post, stock flow scripts
make -C /OpenROAD-flow-scripts/flow DESIGN_CONFIG=/design/flow/config.mk WORK_HOME=/design/flow/orfs finish
```
`flow/config.mk`:
```
export PLATFORM = sky130hd
export DESIGN_NAME = Question4
export DESIGN_NICKNAME = Question4
export VERILOG_FILES = /design/flow/design.v
export SDC_FILE = /design/flow/constraint.sdc
export NUM_CORES = 4
export LEC_CHECK = 1
export CORE_AREA = 10 10 98 98
export DIE_AREA = 0 0 108 108
```
`flow/constraint.sdc`:
```
current_design Question4

set clk_period 3.4
set clk_io_pct 0.2

create_clock -name clk0 -period $clk_period [get_ports {clk}]

set non_clock_inputs [all_inputs -no_clocks]
set_input_delay [expr $clk_period * $clk_io_pct] -clock clk0 $non_clock_inputs
set_output_delay [expr $clk_period * $clk_io_pct] -clock clk0 [all_outputs]
```
`flow/design.v`:
```
`timescale 1ns / 1ps
module Question4(clk, a, b, mult);
parameter N = 4;
input clk;	 
input [N-1:0] a, b;	 
output [(2*N-1):0] mult;	 
wire [N-1:0] aout, bout;	 
wire [(2*N-1):0] value, q1, q2;	 
flipFlopQ4 #(.N(N)) a1 (.clk(clk), .in(a), .out(aout)),
						  b1(.clk(clk), .in(b), .out(bout));
flipFlopQ4 #(.N(2*N)) q01 (.clk(clk), .in(value), .out(q1)),
							 q02 (.clk(clk), .in(q1), .out(q2)),
							 q03 (.clk(clk), .in(q2), .out(mult));
multiplyQ4 #(.N(N)) m1 (.op1(aout), .op2(bout), .multout(value));
endmodule
module tb_Question4;
	reg clk;
	reg [3:0] a, b;
	wire [7:0] mult;
	Question4 test1 (.clk(clk), .a(a), .b(b), .mult(mult));
	always begin
		clk = 0;
		#5 clk = 1;
		#5;
	end
	initial begin
		a = 4'b0010;
		b = 4'b1111;
		#10 a = 4'b1010;
			b = 4'b0111;
		#10 a = 4'b0111;
			b = 4'b0111;
		#10 a = 4'b1010;
			b = 4'b1100;
	end
endmodule
module flipFlopQ4 (clk, in, out);
parameter N = 4;
input clk;
input [N-1:0]in;
output reg [N-1:0]out;
always @ (posedge clk)
	out = in;
endmodule
module multiplyQ4 (op1, op2, multout);
parameter N = 4;
input [N-1:0]op1, op2;
output [2*N-1:0] multout;
assign multout = op1 * op2;
endmodule
```
==> impl_metrics.json <==
{
  "status": "finished, final reports clean",
  "grt_pass1_wl_um": 2656,
  "drive_above_1_share": 0.06604,
  "postSynthAreaPerCell_um2": 13.11,
  "rows": 32,
  "cts_num_sinks": 32,
  "grt_pass1_vias": 612,
  "syn-cell-area_um2": 1089,
  "clk_pin_slew_ps": 60,
  "ir_drop_mv": 0.1335,
  "cpMostUsedCell": "fa_1",
  "r2r_slack_ps": 780,
  "ctsHoldBuffers": 0,
  "drc": 0,
  "postRouteAntennaNets": 0,
  "cts_buffer_depth": 2,
  "finClkSkew_ps": 2.985,
  "setup_violations": 0,
  "period_used_share": 0.7714,
  "numCtsBuffers": 5,
  "critical_path_buf_inv_count": 1,
  "crit_path_end_kind": "register",
  "pwr-share-clk": 0.314,
  "pwr-share-seq": 0.558,
  "finalHoldViolCount": 0,
  "avgViaCountPerCell": 2.793,
  "p_sw_uw": 166.0,
  "die_h_um": 108,
  "setup_ws_ps": 777.4,
  "lay_top_cells": "dfxtp_1, clkdlybuf4s50_1, and2_1",
  "ys.flops": 32,
  "clk_latency_ps": 270,
  "reg2reg_from": "a1.out[0]",
  "cp_cell_sequence": "nand2_1 -> fa_1 -> inv_1 -> fa_1 -> ha_1 -> a211oi_1 -> or4b_1 -> o2111ai_1",
  "dp_hpwl_um": 1226,
  "antenna_found_initial": 0,
  "slew_headroom": 0.8376,
  "fp_util": 0.1423,
  "grt_max_degree": 10,
  "crit_path_max_incr_delay_ps": 530,
  "synth_adder_area_share": 0.2115,
  "crit_slowest_cell": "fa_1",
  "core_um2": 7647,
  "crit_path_start_kind": "register",
  "p_leak_uw": 0.0006166,
  "post_cts_buffers": 0,
  "path_depth": 8,
  "intPower_uw": 644.5,
  "portBuffers": 16,
  "clockRootBuffer": "clkbuf_8",
  "via_count": 581,
  "synth.distinct_cells": 18,
  "worstHoldPathType": "reg2reg",
  "drv_slew": 0,
  "yosysWarnings": 2,
  "routed_wirelength_um": 1547,
  "ys_sh_mux": 0,
  "drtIter0Drc": 11,
  "cts-resized-gates": 0,
  "comb_power_share": 0.128,
  "place_congestion": 0.7232,
  "reg2reg_to": "q01.out[7]",
  "arrival_ps": 2820,
  "die_w_um": 108,
  "tns_ps": 0,
  "crit_required_ps": 3600,
  "n_antenna_cell": 0,
  "synth.logic.top_family": "adder cells",
  "yosys_area_um2": 1089,
  "final_util": 0.1901,
  "grt_util_all_layers": 0.02833,
  "swShare": 0.2048,
  "htree_levels": 2,
  "yosys_cells": 83,
  "synth_cells": 83,
  "simple_gate_area_frac": 0.1080,
  "fmax_ghz": 0.3813,
  "layout_min_cycle_time_ps": 2623,
  "drv_cap": 0,
  "place_inst": 201,
  "warnings": 25,
  "place_ws_ps": 769.1,
  "ios": 17,
  "layout_top_cell": "dfxtp_1",
  "yosys.stat.seqShare": 0.5885,
  "xor_share": 0.02414,
  "critPathKind": "reg2reg",
  "chipArea_um2": 11660,
  "wl_per_cell_um": 7.438,
  "area_leaders": "dfxtp_1, ha_1, and2_1",
  "cts_tree": "yes",
  "cp_top_family": "adder cells",
  "largest_area_cell": "dfxtp_1",
  "yosysTopAreaCellShare": 0.5885,
  "p_per_area_nw_per_um2": 557.5,
  "worst_pin_slew_ps": 242.2,
  "final_cells": 208,
  "path_max_fanout": 4,
  "ys_sh_aoi": 0.05402,
  "grt_overflow": 0,
  "syn2layout_area_growth_pct": 33.56,
  "reg2reg_depth": 8,
  "firstDrtPassIters": 2,
  "hold_depth": 0,
  "startpoint": "a1.out[0]",
  "rsz0062_at_grt": "no",
  "crit_path_end": "q01.out[7]"
}
worst min path at each step:
stage | start | to | slack, ps
6_report | q02.out[5] | q03.out[5] | 320
5_1_grt | q02.out[7] | q03.out[7] | 330
4_1_cts | q02.out[1] | q03.out[1] | 330
synth_stat cells:
master,count
a211oi_1,1
dfxtp_1,32
and2_1,13
nand2_1,3
ha_1,12
fa_1,4
nor3b_1,2
o21ai_1,1
a21oi_1,2
xor2_1,1
o2111ai_1,1
or4b_1,1
o21ai_0,1
a21o_2,1
a21o_1,1
inv_1,4
xnor2_1,2
a31oi_1,1
metrics by stage:
step	area, um^2	hold slack (ps)	total power, uW
2_1_floorplan	1089	309.6	506.0
3_3_place_gp	1376	312.0	566.7
3_5_place_dp	1376	312.1	566.5
4_1_cts	1454	325.8	825.4
5_1_grt	1454	333.5	864.7
6_report	1454	324.4	810.5
routing by layer:
layer	wire length (um)	GRT usage
met3	267	0.02470
met5	0	0
met2	546	0.03621
met1	690	0.03399
met4	42	0.008588
layout make-up:
| cell class | count | area, um^2 |
|---|---|---|
| fill | 802 | 6193 |
| sequential | 32 | 640.6 |
| clock inverter | 1 | 5.005 |
| clock buffer | 6 | 72.57 |
| inverter | 4 | 15.01 |
| tap | 102 | 127.6 |
| timing repair buffer | 16 | 160.2 |
| multi-input combinational | 47 | 432.9 |
sequential cells by signal, indices dropped and copies added (netlist names):
register,cells
a1.out,4
b1.out,4
q01.out,8
q02.out,8
q03.out,8
power by group through the flow:
stage	sequential [uW]	combinational (uW)	clock (uW)
final	452	104	255
after CTS	452	107	266
after global routing	460	122	283
cell families (layout without fill, tap and decap cells):
| group | Yosys count | in the layout |
|---|---|---|
| compound gates | 9 | 9 |
| xor+xnor | 3 | 3 |
| fa+ha+maj | 16 | 16 |
| buf+inv | 4 | 27 |
| flops | 32 | 32 |
| simple gates | 19 | 19 |
No activity file was given, so power comes from the tool's default toggle rates.
