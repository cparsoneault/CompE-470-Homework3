**design/flow/config.mk**
```make
export PLATFORM = sky130hd
export DESIGN_NAME = counter
export DESIGN_NICKNAME = counter
export VERILOG_FILES = /design/flow/design.v
export SDC_FILE = /design/flow/constraint.sdc
export NUM_CORES = 4
export LEC_CHECK = 1
export CORE_AREA = 10 10 70 70
export DIE_AREA = 0 0 80 80
```
**design/flow/constraint.sdc**
```tcl
current_design counter

set clk_period 1.4
set clk_io_pct 0.2

create_clock -name clk0 -period $clk_period [get_ports {clk}]

set non_clock_inputs [all_inputs -no_clocks]
set_input_delay [expr $clk_period * $clk_io_pct] -clock clk0 $non_clock_inputs
set_output_delay [expr $clk_period * $clk_io_pct] -clock clk0 [all_outputs]
```
**design/flow/design.v**
```verilog
`timescale 1ns / 1ps
module counter(rst, clk, count);
parameter M = 9;	 
parameter N = 4;	 
input rst, clk;	 
output reg [N-1:0]count;	 
always@(posedge clk) begin
	if (rst)
		count = 0;
	else
		count = (count < M) ? (count + 1) : 0;
end
endmodule
module tb_counter;
	reg rst, clk;
	wire [3:0]count;
	counter test1 (rst, clk, count);
	always begin
		clk = 0;
		#5 clk = 1;
		#5;
	end
	initial begin
		rst = 1;
		#7 rst = 0;
		#33 rst = 1;
		#7 rst = 0;
	end
endmodule
```
**design/flow/run.sh**
```bash
#!/bin/bash
# OpenROAD 26Q1-2900-gdf79404cd8, Yosys 0.63+post, stock flow scripts
make -C /OpenROAD-flow-scripts/flow DESIGN_CONFIG=/design/flow/config.mk WORK_HOME=/design/flow/orfs finish
```
==> out/metrics.cfg <==
[worst_setup_path]
worstPathMaxFanout = 6
worst_setup_path_start_kind = flip-flop
r2r_start = count[1]
arrival_ns = 1.07
crit_slowest_cell = clkdlybuf4s50_1
rr_worst_depth = 3
crit_buf_inv = 1
r2r_setup_slack_ns = 0.27
slowest_delay_ns = 0.47
cp.required_ns = 1.12
path_delay_family = buffers and inverters
cp-end-kind = primary output
cp_cell_sequence = clkdlybuf4s50_1
crit_type = flip-flop to primary output
r2r-end = count[3]

[synth]
yosysTopAreaCell = dfxtp_1
ys_warn_count = 1
yosysUniqueCellTypes = 12
yosys.area.top_type_share_pct = 44.1
avgSynthCellArea_um2 = 9.07
ys.flops = 4
synth_cells = 20
ys_top_cells_by_area = dfxtp_1, ha_1, and2_1
syn-cell-area_um2 = 181
ys_seq_share_pct = 44.1
ys_area_um2 = 181
ys_cells = 20

[timing]
tightest_slew_ns = 0.175
fmax_ghz = 0.741
fin_crit_sh_pct = 96.5
period_minus_slack_ns = 1.35
finalClockSkew_ns = 0.00363
slew_headroom_pct = 88.3
fin_hold_ws_ns = 0.521
setup_viol = 0
hold_viol = 0
fin_tns_setup_ns = 0
setup_ws_ns = 0.0496
slew_viol_final = 0
rsz0062_at_grt = false

[final_layout]
largest_reg_flops = 4
instances_no_fill = 75
area_growth_pct = 77.9
drive_above_1_share_pct = 21.4
lay_top_cells = clkbuf_4, dfxtp_2, clkdlybuf4s50_1

[global_routing]
grt_pass1_wl_um = 752
grt-ovfl-total = 0
grt_start_max_net_pins = 7
grt_use_total_pct = 1.74
grt_pass1_vias = 158
antenna_found_initial = 1

[status]
status = complete, no violations

[detailed_routing]
vias = 167
drt-met1-wl_um = 195
top_layer_used = met3
ant_nets = 0
drt_pass1_iterations = 2
wl_met3_um = 186
post_drt_wl_per_cell_um = 6.72
drt-initial-drc-count = 4
drc = 0
met2_length_um = 122
vias_per_cell = 2.23
routed_wl_um = 504

[placed_design]
place_congestion = 0.652
portBuffers = 5
dp_cells = 71
dp_worst_setup_slack_ns = 0.234

[cts]
cts_made_buffers = 3
path_clk_slew_ns = 0.04
clk_latency_ns = 0.24
cts.sinks = 4
cts_tree = yes
clockBufferDepth = 2
cts.htree.levels = 1
post_cts_buffers = 0
ctsRootBufferMaster = clkbuf_4

[run]
drv_cap = 0
warnings = 26

[power]
ir_drop_mv = 0.163
p_leak_nw = 0.133
p_total_w = 0.000318
powerDensity_nw_per_um2 = 985

[worst_hold_path]
worstHoldPathCells = 2
min_path_type = flip-flop to flip-flop
holdPathEnd = count[3]
hp-start = count[3]

[floorplanning]
fp-utilization_pct = 5.31
io_pins = 6
dieArea_um2 = 6400
coreArea_um2 = 3420
chipWidth_um = 80
row_count = 21
fp.dieH_um = 80

[metal layers]
layer,GRT usage [%],vias to the layer above
met4,0.352,0
li1,-,86
met5,0,-
met3,3.86,0
met1,1.67,71
met2,1.12,10
[synth_stat cells, drive strengths merged]
| library cell | instances |
|---|---|
| dfxtp | 4 |
| a21oi | 2 |
| and2 | 2 |
| ha | 2 |
| inv | 2 |
| nand2b | 2 |
| a31oi | 1 |
| clkinv | 1 |
| nand3 | 1 |
| nor2 | 1 |
| nor3b | 1 |
| or4 | 1 |
[logic make-up after synthesis]
kind of cell,synth area share [%]
buf+inv,6.21
flops,44.1
compound gates,8.97
simple gates,26.9
fa+ha+maj,13.8
[per-stage QoR]
| stage | utilization, % | cell area, um2 |
|---|---|---|
| 6_report | 9.45 | 323 |
| 5_1_grt | 9.45 | 323 |
| 4_1_cts | 9.19 | 314 |
| 3_5_place_dp | 8.46 | 289 |
| 3_3_place_gp | 8.46 | 289 |
| 2_1_floorplan | - | 181 |
[final cells by class]
class                      count  area, um2
sequential                     4       83.8
tap                           46       57.6
multi-input combinational     13       90.1
antenna                        1       2.50
clock buffer                   3       22.5
timing repair buffer           5       55.1
fill                         401       3090
inverter                       3       11.3
[how the worst max path moves through the flow]
stage	start	endpoint	depth (start not counted)
final	count[3]	count[3]	1
after CTS	count[0]	count[0]	1
after global routing	count[3]	count[3]	1
[where the power goes]
part / switching [W] / internal [W]
clock: 0.0000512 / 0.0000962
sequential: 0.00000623 / 0.000123
combinational: 0.0000169 / 0.0000245
[repair_timing]
action | CTS | global route
resized | 2 | 3
endpoints found under the setup margin | 2 | 3
hold buffers | 0 | 0
endpoints found under the hold margin | 0 | 0
Power figures rest on the tool's default switching activity, not on a simulated workload.
